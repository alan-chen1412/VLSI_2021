==> flow/design.v <==
module CSR(
    input clk,
    input rst,
    input [31:0] CSR_wdata,
    input [11:0] CSR_addr,
    input CSR_write,
    input CSR_clear,
    input CSR_set,
    input interrupt,
    input CSR_wait,
    input CSR_ret,
    input [31:0] EXE_PC,
    input IDRegWrite,
    output logic [31:0] CSR_rdata,
    output logic [31:0] CSR_retPC,
    output logic [31:0] CSR_PC,
    output logic CSR_control,
    output logic CSR_stall
);
logic [31:0] mstatus;
logic [31:0] mie;
logic [31:0] mtvec;
logic [31:0] mepc;
logic [31:0] mip;
logic [31:0] mcycle;
logic [31:0] mcycleh;
logic [31:0] minstret;
logic [31:0] minstreth;
logic zero;
logic stall;
assign mtvec = 32'h10000;
assign CSR_retPC = mepc;
assign CSR_PC = mtvec;
assign zero = ~(|CSR_wdata);
assign CSR_control = mstatus[3] & interrupt & mip[11] & mie[11];
assign stall = CSR_wait & mie[11];
always_ff@(posedge clk or posedge  rst) begin
    if(rst) begin
        {mcycleh,mcycle} <= 64'b0;
        {minstreth,minstreth} <= 64'b0;
    end
    else begin
        {mcycleh,mcycle} <= {mcycleh,mcycle} + 64'b1;
        {minstreth,minstreth} <= {minstreth,minstreth} + 64'b1;
    end
end
always_ff@(posedge clk or posedge rst) begin
    if(rst) begin
        mstatus <= 32'b0;
        mie <= 32'b0;
        mip <= 32'b0;
        mepc <= 32'b0;
    end
    else if(CSR_ret) begin
        mstatus[7] <= 1'b1;
        mstatus[3]  <= mstatus[7];
        mstatus[11+:2]  <= 2'b11;
    end
    else if(CSR_wait) begin
        mepc <= EXE_PC + 32'b100;
        mip[11] <= mie[11] ? 1'b1 : mip[11]; 
    end
    else if (interrupt) begin
        mstatus[7] <= mip[11] ? mstatus[3] : mstatus[7];
        mstatus[3]  <= mip[11] ? 1'b0 : mstatus[3];
        mstatus[11+:2]  <= mip[11] ? 2'b11 : mstatus[11+:2];
        mip [11] <= 1'b0;
    end
    else if (IDRegWrite)begin
        case(CSR_addr)
            12'h300:begin
                unique if(CSR_write) begin
                    mstatus[3]    <= CSR_wdata[3];
                    mstatus[7]   <= CSR_wdata[7];
                    mstatus[11+:2] <= CSR_wdata[11+:2]; 
                end
                else if(CSR_set & ~zero) begin
                    mstatus[3]    <= CSR_wdata[3   ] | mstatus[3   ]; 
                    mstatus[7]   <= CSR_wdata[7  ] | mstatus[7  ];
                    mstatus[11+:2] <= CSR_wdata[11+:2] | mstatus[11+:2]; 
                end
                else if(CSR_clear & ~zero) begin
                    mstatus[3]    <= ~CSR_wdata[3   ] & mstatus[3   ]; 
                    mstatus[7]   <= ~CSR_wdata[7  ] & mstatus[7  ];
                    mstatus[11+:2] <= ~CSR_wdata[11+:2] & mstatus[11+:2]; 
                end
                else begin
                    mstatus <= mstatus;
                end
            end
            12'h304:begin
                unique if(CSR_write) begin
                    mie[11] <= CSR_wdata[11];
                end
                else if(CSR_set & ~zero) begin
                    mie[11] <= CSR_wdata[11] | mie[11];
                end
                else if(CSR_clear & ~zero) begin
                    mie[11] <= ~CSR_wdata[11] & mie[11];
                end
                else begin
                    mie <= mie;
                end
            end
            12'h341:begin
                unique if(CSR_write) begin
                    mepc[31:2] <= CSR_wdata[31:2];
                end
                else if(CSR_set & ~zero) begin
                    mepc[31:2] <= CSR_wdata[31:2] | mepc[31:2];
                end
                else if(CSR_clear & ~zero) begin
                    mepc[31:2] <= ~CSR_wdata[31:2] | mepc[31:2];
                end
                else begin
                    mepc <= mepc;
                end
            end
        endcase
    end
end
always_comb begin
    case(CSR_addr)
        12'h300:CSR_rdata = mstatus;
        12'h304:CSR_rdata = mie;
        12'h305:CSR_rdata = mtvec;
        12'h341:CSR_rdata = mepc;
        12'h344:CSR_rdata = mip;
        12'hB00:CSR_rdata = mcycle;
        12'hB02:CSR_rdata = minstret;
        12'hB80:CSR_rdata = mcycleh;
        12'hB82:CSR_rdata = minstreth;
        default:CSR_rdata = 32'b0;
    endcase
end
always_ff@(posedge clk or posedge rst) begin
    if(rst) 
        CSR_stall <= 1'b0;
    else if(IDRegWrite) 
        CSR_stall <= (stall) ? 1'b1 : CSR_stall;
    else if (CSR_control)
        CSR_stall <= 1'b0;
end
endmodule
==> flow/run.sh <==
#!/bin/bash
# OpenROAD 26Q1-2900-gdf79404cd8, Yosys 0.63+post, stock flow scripts
make -C /OpenROAD-flow-scripts/flow DESIGN_CONFIG=/design/flow/config.mk WORK_HOME=/design/flow/orfs finish
==> flow/config.mk <==
export PLATFORM = sky130hd
export DESIGN_NAME = CSR
export DESIGN_NICKNAME = CSR
export VERILOG_FILES = /design/flow/design.v
export SDC_FILE = /design/flow/constraint.sdc
export NUM_CORES = 4
export LEC_CHECK = 1
export CORE_UTILIZATION = 30
==> flow/constraint.sdc <==
current_design CSR

set clk_period 14.1
set clk_io_pct 0.2

create_clock -name clk0 -period $clk_period [get_ports {clk}]

set non_clock_inputs [all_inputs -no_clocks]
set_input_delay [expr $clk_period * $clk_io_pct] -clock clk0 $non_clock_inputs
set_output_delay [expr $clk_period * $clk_io_pct] -clock clk0 [all_outputs]
==> reports/qor.yml <==
yosys:
  ys_cells: 883
  async_reset_ff_share_pct: 100.0
  ys_types: 59
  synth_seq_share_pct: 40.45
  yosysWarnings: 33
  ys_chip_area_um2: 8352
  ys.flop_type: "dfrtp_1"
  netlist_area_um2: 8352
  synth_area_per_cell_um2: 9.458
  syn_inst: 883
  synth-edff-count: 0
  ys.flops: 135
placed_design:
  dp_cells: 1378
  hpwl_um: 18530
  dpl_worst_slack_ns: 5.640
  io_buffers: 150
  gp_congestion: 0.8986
  place_area_um2: 10090
final_layout:
  n_fill_cell: 2623
  layout-drive-gt1-share_pct: 6.262
  finalInstanceArea_um2: 10670
  finalNonFillerCells: 1410
  seqCellArea_um2: 3378
  syn_to_final_growth_pct: 27.81
  logic_area_um2: 4594
flow_run:
  tool_warnings: 27
  cap_violations: 0
detailed_routing:
  wl_um: 23890
  vias_per_cell: 4.931
  postRouteAntennaNets: 0
  n_antenna_cell: 0
  wire_per_inst_um: 16.94
  post-route-drc-count: 0
  dr.first_iter.drc_count: 467
  drt_first_pass_iters: 4
  vias: 6953
sta:
  rsz0062_at_grt: "no"
  finalCritPeriodShare_pct: 59.90
  slew_violations: 0
  max_slew_margin_pct: 47.94
  setup_viol: 0
  tightest_slew_ns: 0.7756
  min_period_ns: 8.446
  holdWs_ns: 0.4764
  layout_setup_ws_ns: 5.654
  hold_viol: 0
  max_clock_freq_ghz: 0.1184
  skew_ns: 0.01136
  setup_tns_ns: 0
clocking:
  cts_hold_buf: 0
  cts.clk_slew.worst_paths_ns: 0.06
  cts-buffers-inserted: 17
  post_cts.repair.setup_buffers: 0
  cts_buffer_depth: 2
  h-tree-depth: 4
  cts_resized: 0
  cts_sinks: 135
  cts_tree: "done"
  cts-root-buf: "clkbuf_16"
  clock_latency_ns: 0.42
die:
  num_rows: 60
  fp.coreArea_um2: 27100
  die_w_um: 168.9
  initCoreUtil_pct: 30.82
  pin_count: 183
  dieArea_um2: 28510
  die_y_um: 168.9
global_routing:
  grt_use_met3_pct: 3.881
  grt_usage_pct: 17.49
  grt_use_met2_pct: 26.99
  antenna_found_initial: 0
  grt_max_degree: 107
  grt_first_pass_wirelength_um: 38090
  use_met1_pct: 25.95
  grt_pass1_vias: 6813
  busiest_layer: "met2"
  grt_remaining_overflow: 0
worst_hold_path:
  hold_path.class: "reg -> reg"
worst_setup_path:
  end_kind: "output port"
  cp-start-kind: "input pin"
  path_max_fanout: 32
  critPathRequiredTime_ns: 11.28
  arrival_ns: 5.63
  path_class: "in -> out"
pwr:
  power_leakage_nw: 4.470
  p_per_area_nw_per_um2: 93.48
  max-vdd-ir-drop_uv: 80.36
outcome:
  outcome: "complete, no violations"
==> synthesized netlist by cell type, types with 2 or more instances <==
master,instances,area [um^2]
a22oi_1,35,262.8
conb_1,2,7.510
o21ai_0,41,205.2
or3_1,2,12.51
nor3_2,3,30.03
ha_1,3,37.54
buf_6,3,33.78
a22o_1,21,183.9
a21oi_1,19,95.09
nor3_1,20,100.1
nor4_1,13,81.33
buf_2,11,55.05
nand4_1,23,143.9
nand3_1,53,265.3
buf_1,2,7.510
nand3b_1,2,15.01
xnor2_1,67,586.8
a32o_1,2,20.02
o2bb2ai_1,2,17.52
nand2_1,63,236.5
xor2_1,79,691.9
nor2b_1,3,18.77
o21ai_1,7,35.03
clkbuf_1,14,52.55
mux2_2,8,90.09
and4_1,17,148.9
inv_1,26,97.59
or4_1,2,15.01
buf_4,34,255.2
and3_1,18,112.6
dfrtp_1,135,3378
a31oi_1,5,31.28
nand2b_1,6,37.54
nor2_1,67,251.5
and2_1,5,31.28
mux2i_1,47,470.5
==> path summary, 6_finish.rpt <==
| path | start | to | slack, ns | depth (start not counted) |
|---|---|---|---|---|
| worst max-delay path | CSR_addr[7] | CSR_rdata[20] | 5.65 | 9 |
| worst min-delay path | mcycleh[31] | mcycleh[31] | 0.48 | 1 |
| worst max register to register | mcycle[3] | mcycleh[12] | 11.84 | 6 |
| worst min register to register | mcycleh[31] | mcycleh[31] | 0.48 | 1 |
| max in group asynchronous | rst | mcycle[5] | 10.42 | 3 |
| min in group asynchronous | rst | minstreth[30] | 2.76 | 2 |
==> worst max-delay path: stages <==
cell and delay [ns]:
clkdlybuf4s50_1 0.60, or3_4 0.50, nor2_1 0.13, nand2_1 0.15
nor3_4 0.19, buf_4 0.35, a22oi_1 0.18, o21ai_0 0.15
clkdlybuf4s50_1 0.52
==> through the flow <==
stage	total power [mW]	util (%)
global route	1.038	39.39
global placement	0.5729	37.25
detailed placement	0.5722	37.25
CTS	1.009	39.39
finish	0.9978	39.39
floorplan	0.4862	-
==> registers in the layout, summed over array words and instances (netlist names) <==
signal and count:
CSR_stall 1, mcycle 32, mcycleh 32, mepc 32, mie 1, minstreth 32
mip 1, mstatus 4
==> layout by cell type, fill, tap and decap left out, drive strengths merged, types with 32 or more instances in the layout <==
cell type        n
nand3           53
dfrtp          135
o21ai           50
a22oi           35
clkdlybuf4s50  148
nand2           64
conb            32
mux2i           47
xor2            79
xnor2           67
nor2            67
==> where the power goes <==
group	internal (mW)	total (mW)	switching, mW
sequential	0.405	0.433	0.0275
clock	0.260	0.434	0.174
combinational	0.0773	0.131	0.0536
==> layer usage <==
layer | wire length, um | vias up
li1 | - | 3375
met1 | 10920 | 3306
met2 | 10920 | 248
met3 | 1596 | 24
met4 | 447 | 0
met5 | 0 | -
==> layout make-up <==
class,count,share of cell area (%)
flip-flops and latches,135,31.65
clock inverters,15,1.442
inverters,26,0.9378
clock buffers,17,3.985
repair buffers,157,14.58
well taps,372,4.361
multi-input cells,688,43.04
==> logic make-up after synthesis <==
| logic type | after synthesis | synth area share (%) |
|---|---|---|
| simple gates | 308 | 19.46 |
| xor+xnor | 146 | 15.31 |
| buf+inv | 90 | 6.007 |
| other cells | 2 | 0.08992 |
| flops | 135 | 40.45 |
| compound gates | 143 | 11.39 |
| mux | 56 | 6.846 |
| fa+ha+maj | 3 | 0.4495 |
Power is estimated from default activity; no workload was simulated.
