===== run.sh =====
#!/bin/bash
# OpenROAD 26Q1-2900-gdf79404cd8, Yosys 0.63+post, stock flow scripts
make -C /OpenROAD-flow-scripts/flow DESIGN_CONFIG=/design/flow/config.mk WORK_HOME=/design/flow/orfs finish

===== config.mk =====
export PLATFORM = sky130hd
export DESIGN_NAME = AR
export DESIGN_NICKNAME = AR
export VERILOG_FILES = /design/flow/design.v
export SDC_FILE = /design/flow/constraint.sdc
export NUM_CORES = 4
export LEC_CHECK = 1
export CORE_AREA = 10 10 104 104
export DIE_AREA = 0 0 114 114

===== constraint.sdc =====
current_design AR

set clk_period 5.9
set clk_io_pct 0.2

create_clock -name clk0 -period $clk_period [get_ports {clk}]

set non_clock_inputs [all_inputs -no_clocks]
set_input_delay [expr $clk_period * $clk_io_pct] -clock clk0 $non_clock_inputs
set_output_delay [expr $clk_period * $clk_io_pct] -clock clk0 [all_outputs]

===== design.v =====
module AR(
    input clk,
    input rst,
	input [4-1:0] ID_M0,
	input [32-1:0] ADDR_M0,
	input [4-1:0] LEN_M0,
	input [3-1:0] SIZE_M0,
	input [1:0] BURST_M0,
	input VALID_M0,
    input [4-1:0  ] ID_M1, 
    input [32-1:0] ADDR_M1,
    input [4-1:0 ] LEN_M1,  
    input [3-1:0] SIZE_M1, 
    input [1:0] BURST_M1,               
    input VALID_M1,
	input READY_S0,
	input READY_S1,
    input READY_S2,
	output logic [8-1:0] ID_S0,
	output logic [32-1:0] ADDR_S0,
	output logic [4-1:0] LEN_S0,
	output logic [3-1:0] SIZE_S0,
	output logic [1:0] BURST_S0,
	output logic VALID_S0,
	output logic [8-1:0] ID_S1,
	output logic [32-1:0] ADDR_S1,
	output logic [4-1:0] LEN_S1,
	output logic [3-1:0] SIZE_S1,
	output logic [1:0] BURST_S1,
	output logic VALID_S1,
	output logic [8-1:0] ID_S2,
	output logic [32-1:0] ADDR_S2,
	output logic [4-1:0] LEN_S2,
	output logic [3-1:0] SIZE_S2,
	output logic [1:0] BURST_S2,
	output logic VALID_S2,
    output logic READY_M0,
    output logic READY_M1
);
logic [8-1:0] ID;
logic [32-1:0] ADDR;
logic [4-1:0] LEN;
logic [3-1:0] SIZE;
logic [1:0] BURST;
logic VALID;
logic READY;
logic [4-1:0] Master;
logic VALID_S0_t;
logic VALID_S1_t;
logic VALID_S2_t;
logic busy_S0;
logic busy_S1;
logic busy_S2;
logic READY_S0_REG;
logic READY_S1_REG;
logic READY_S2_REG;
assign busy_S0 = READY_S0_REG & ~READY_S0;
assign busy_S1 = READY_S1_REG & ~READY_S1;
assign busy_S2 = READY_S2_REG & ~READY_S2;
assign VALID_S0 = busy_S0?1'b0:VALID_S0_t; 
assign VALID_S1 = busy_S1?1'b0:VALID_S1_t;
assign VALID_S2 = busy_S2?1'b0:VALID_S2_t; 
assign ID_S0 = ID;
assign ADDR_S0 = ADDR;
assign LEN_S0 = LEN;
assign SIZE_S0 = SIZE;
assign BURST_S0 = BURST;
assign ID_S1 = ID;
assign ADDR_S1 = ADDR;
assign LEN_S1 = LEN;
assign SIZE_S1 = SIZE;
assign BURST_S1 = BURST;
assign ID_S2 = ID;
assign ADDR_S2 = ADDR;
assign LEN_S2 = LEN;
assign SIZE_S2 = SIZE;
assign BURST_S2 = BURST;
always_ff@(posedge clk or negedge rst) begin
	if(~rst) begin
		READY_S0_REG <= 1'b0;
		READY_S1_REG <= 1'b0;
		READY_S2_REG <= 1'b0;
	end
	else begin
		READY_S0_REG <= READY_S0 ? 1'b1 : READY_S0_REG;
		READY_S1_REG <= READY_S1 ? 1'b1 : READY_S1_REG;
		READY_S2_REG <= READY_S2 ? 1'b1 : READY_S2_REG;
	end
end
Arbiter AR_Arbiter(
    .clk(clk),
    .rst(rst),
	.ID_M0(ID_M0),
	.ADDR_M0(ADDR_M0),
	.LEN_M0(LEN_M0),
	.SIZE_M0(SIZE_M0),
	.BURST_M0(BURST_M0),
	.VALID_M0(VALID_M0),
	.ID_M1(ID_M1),
	.ADDR_M1(ADDR_M1),
	.LEN_M1(LEN_M1),
	.SIZE_M1(SIZE_M1),
	.BURST_M1(BURST_M1),
	.VALID_M1(VALID_M1),
    .READY(READY),
	.ID_M(ID),
	.ADDR_M(ADDR),
	.LEN_M(LEN),
	.SIZE_M(SIZE),
	.BURST_M(BURST),
	.VALID_M(VALID),
    .READY_M0(READY_M0),
    .READY_M1(READY_M1),
	.Master(Master)
);
Decoder decoder(
    .VALID(VALID), 
    .ADDR(ADDR),
    .READY_S0(READY_S0),
    .READY_S1(READY_S1),
    .READY_S2(READY_S2),
	.VALID_S0(VALID_S0_t),
	.VALID_S1(VALID_S1_t),
    .VALID_S2(VALID_S2_t),
    .READY(READY)
);
endmodule
module Arbiter(
    input clk,
    input rst,
	input [4-1:0] ID_M0,
	input [32-1:0] ADDR_M0,
	input [4-1:0] LEN_M0,
	input [3-1:0] SIZE_M0,
	input [1:0] BURST_M0,
	input VALID_M0,
	input [4-1:0] ID_M1,
	input [32-1:0] ADDR_M1,
	input [4-1:0] LEN_M1,
	input [3-1:0] SIZE_M1,
	input [1:0] BURST_M1,
	input VALID_M1,
    input READY,
	output logic [8-1:0] ID_M,
	output logic [32-1:0] ADDR_M,
	output logic [4-1:0] LEN_M,
	output logic [3-1:0] SIZE_M,
	output logic [1:0] BURST_M,
	output logic VALID_M,
    output logic READY_M0,
    output logic READY_M1,
	output logic [4-1:0] Master
);
logic LockM0;
logic LockM1;
always_ff@(posedge clk or negedge rst) begin
	if(~rst)begin
		LockM0 <= 1'b0;
		LockM1 <= 1'b0;
	end
	else begin
		LockM0 <= (LockM0 & READY) ? 1'b0 : (~VALID_M1 & VALID_M0 & ~READY) ? 1'b1 : LockM0;	
		LockM1 <= (LockM1 & READY) ? 1'b0 : (VALID_M1 & ~LockM0  & ~READY) ? 1'b1 : LockM1;	
	end
end
always_comb begin
	if((VALID_M1 & ~LockM0) | LockM1)
		Master = 4'b10;
	else if (VALID_M0 | LockM0) 
		Master = 4'b1;
	else 
		Master = 4'b0;
end
always_comb begin
    case(Master)
        4'b1:begin
            ID_M = {4'b1,ID_M0};
            ADDR_M = ADDR_M0;
            LEN_M = LEN_M0;
            SIZE_M = SIZE_M0;
            BURST_M = BURST_M0;
            VALID_M = VALID_M0;
            READY_M0 = READY & VALID_M0;
            READY_M1 = 1'b0;
        end
        4'b10:begin
            ID_M = {4'b10,ID_M1};
            ADDR_M = ADDR_M1;
            LEN_M = LEN_M1;
            SIZE_M = SIZE_M1;
            BURST_M = BURST_M1;
            VALID_M = VALID_M1;
            READY_M0 = 1'b0;
            READY_M1 = READY & VALID_M1;
        end
        default:begin
            ID_M = {4'b0,4'b0};
            ADDR_M = 32'b0;
            LEN_M = 4'b0;
            SIZE_M = 3'b0;
            BURST_M = 2'b0;
            VALID_M = 1'b0;
            READY_M0 = 1'b0;
            READY_M1 = 1'b0;
        end
    endcase
end
endmodule
module Decoder(
    input VALID, 
    input [32-1:0] ADDR,
    input READY_S0,
    input READY_S1,
    input READY_S2,
    output logic VALID_S0,
    output logic VALID_S1,
    output logic VALID_S2,
    output logic READY
);
logic [3-1:0]SLAVE;
assign {VALID_S2,VALID_S1,VALID_S0} = SLAVE;
always_comb begin
	case(ADDR[32-1:(32/2)])
	        16'h0000 :begin
	            SLAVE = {2'b0,(VALID)};
	            READY= (VALID)?READY_S0 :1'b1;
	        end
	        16'h0001 :begin
	            SLAVE = {1'b0,(VALID),1'b0};
	            READY= (VALID)?READY_S1:1'b1;
	        end
	        default  :begin
	            SLAVE = {VALID,2'b0};
	            READY= (VALID)?READY_S2:1'b1;
	        end
	endcase
end
endmodule
module DW(
    input clk,
    input rst,
	input [32-1:0] WDATA_M1,
	input [4-1:0] WSTRB_M1,
	input WLAST_M1,
	input WVALID_M1,
	output logic WREADY_M1,
	input [4-1:0] MASTER,
	output [32-1:0] WDATA_S0,
	output [4-1:0] WSTRB_S0,
	output WLAST_S0,
	output WVALID_S0,
	input WREADY_S0,
    	input AWVALID_S0,
	output [32-1:0] WDATA_S1,
	output [4-1:0] WSTRB_S1,
	output WLAST_S1,
	output WVALID_S1,
	input WREADY_S1,
	output [32-1:0] WDATA_S2,
	output [4-1:0] WSTRB_S2,
	output WLAST_S2,
	output WVALID_S2,
	input WREADY_S2,
	input AWVALID_S1,
   	input AWVALID_S2
);
logic [3-1:0] SLAVE;
logic [3-1:0] VALID_SLAVE;
logic [32-1:0] WDATA_M;
logic [4-1:0] WSTRB_M;
logic WLAST_M;
logic WVALID_M;
logic READY;
logic WVALID_S0_REG;
logic WVALID_S1_REG;
logic WVALID_S2_REG;
assign WREADY_M1 = READY & WVALID_M1;
assign WDATA_S1 = WDATA_M;
assign WSTRB_S1 = (WVALID_S1)?WSTRB_M : 4'hf;
assign WLAST_S1 = WLAST_M;
assign WDATA_S0 = WDATA_M;
assign WSTRB_S0 = (WVALID_S0)?WSTRB_M : 4'hf;
assign WLAST_S0 = WLAST_M;
assign WDATA_S2 = WDATA_M;
assign WSTRB_S2 = WSTRB_M;
assign WLAST_S2 = WLAST_M;
assign SLAVE = {(  AWVALID_S2),(  AWVALID_S1),(  AWVALID_S0)};
assign {WVALID_S2,WVALID_S1,WVALID_S0} = VALID_SLAVE;
always_ff@(posedge clk or negedge rst) begin
	if(~rst)begin
		WVALID_S0_REG <= 1'b0;
		WVALID_S1_REG <= 1'b0;
		WVALID_S2_REG <= 1'b0;
	end
	else begin
		WVALID_S0_REG <= (AWVALID_S0) ?AWVALID_S0 : WVALID_M & READY ? 1'b0 :WVALID_S0_REG;
		WVALID_S1_REG <= (AWVALID_S1) ?AWVALID_S1 : WVALID_M & READY ? 1'b0 :WVALID_S1_REG;
		WVALID_S2_REG <= (AWVALID_S2) ?AWVALID_S2 : WVALID_M & READY ? 1'b0 :WVALID_S2_REG;
	end
end
always_comb begin
	case(SLAVE)
		3'b1:begin
			READY = WREADY_S0;	
			VALID_SLAVE = {1'b0,1'b0,WVALID_M};	
		end
		3'b10:begin
			READY = WREADY_S1;
			VALID_SLAVE = {1'b0,WVALID_M,1'b0};	
		end
		3'b100:begin
			READY = WREADY_S2;
			VALID_SLAVE = {WVALID_M,1'b0,1'b0};	
		end
		default:begin
			READY = 1'b1;
			VALID_SLAVE = 3'b0; 
		end
	endcase
end
assign WDATA_M = WDATA_M1;
assign WSTRB_M = WSTRB_M1;
assign WLAST_M = WLAST_M1;
assign WVALID_M = WVALID_M1;
endmodule

==> impl_metrics.csv <==
group,metric,value,unit
detailed_routing,wl,8780,um
worst_setup_path,cp-end-kind,"output port",
detailed_routing,dr_wl_met2,4500,um
cts,cts_tree,"yes",
worst_setup_path,cp.required,4.72,ns
cts,cts.clk_slew.worst_paths,0.04,ns
place,io_buffers,242,
global_routing,grt_max_degree,48,
worst_setup_path,crit_top_cell,"clkdlybuf4s50_1",
detailed_routing,firstDrtPassIters,4,
cts,h-tree-depth,1,
worst_setup_path,critPathArrivalTime,3.50,ns
final_timing,drv_slew,0,
power_and_ir_drop,p_clk_share,10.6,%
cells_and_area,seq_area,125,sq um
final_timing,rsz0062_at_grt,"no",
worst_setup_path,path_class,"in2out",
power_and_ir_drop,p_switching,0.148,mW
worst_setup_path,r2r_start,"AR_Arbiter.LockM1",
cells_and_area,fin_area,3460,sq um
worst_setup_path,cp_top_family,"buffers and inverters",
power_and_ir_drop,pwr-share-seq,6.7,%
job,cap_violations,0,
logic_synthesis,numSynthFlops,5,
logic_synthesis,synth_top_area_share,46.4,%
logic_synthesis,synth.distinct_cells,28,
worst_setup_path,path_cells,"clkdlybuf4s50_1 > nor4_1 > nand4_1 > a22oi_4 > nand2_1 > a221oi_1 > clkdlybuf4s50_1",
detailed_routing,wire_per_inst,19.2,um
die,rows,34,
worst_setup_path,cpMaxStageDelayCell,"clkdlybuf4s50_1",
power_and_ir_drop,p_leak,1.31,nW
final_timing,hold_viol,0,
cells_and_area,fillers,853,
worst_setup_path,cpPeakStageDelay,0.54,ns
power_and_ir_drop,p_comb_share,82.7,%
final_timing,clock.fmax,0.214,GHz
cts,cts_sinks,5,
die,chip_area,13000,sq um
die,io_pins,249,
power_and_ir_drop,internal_power,0.443,mW
cts,numCtsBuffers,3,
final_timing,relSlewSlack,65.2,%
hold_path,whs_path_depth,1,
global_routing,grt_use_total,11.9,%
power_and_ir_drop,p_sw_share,25.1,%
worst_setup_path,cp_max_fo,4,
cells_and_area,fin_cells,457,
logic_synthesis,yosysWarnings,3,
detailed_routing,m1WireLength,3100,um
worst_setup_path,path_buffers,2,
final_timing,skew,0.0000223,ns
hold_path,hp-start,"READY_S0_REG",
die,fp.dieW,114,um
worst_setup_path,r2r_cells,4,
logic_synthesis,yosysSeqAreaShare,7.73,%
logic_synthesis,syn-cell-area,1620,sq um
detailed_routing,postRouteAntennaNets,0,
detailed_routing,avgViaCountPerCell,4.16,
place,hpwl,7830,um
cts,ctsResizeCount,0,
logic_synthesis,synth.largest_area_cell,"buf_4",
place,dpl_cell_area,3410,sq um
detailed_routing,dr_wl_met3,1150,um
cts,cts_root_buf,"clkbuf_8",
global_routing,grt_first_pass_wirelength,12300,um
global_routing,grt_pass1_vias,2013,
cells_and_area,syn2layout_area_growth,114,%
cells_and_area,final_layout_size_suffix_gt1_share,4.87,%
global_routing,grt.overflow.total,0,
cts,post-cts-setup-buffer-count,0,
cts,clockBufferDepth,2,
detailed_routing,vias,1903,
power_and_ir_drop,ir_drop,81.9,uV
logic_synthesis,avgSynthCellArea,7.93,sq um
detailed_routing,n_antenna_cell,0,
cells_and_area,utilization,39.9,%
final_timing,fin_crit,4.68,ns
die,fp.dieH,114,um
die,fp_util,18.6,%
final_timing,tns,0,ns
worst_setup_path,r2r_setup_slack,4.45,ns
logic_synthesis,ys_cells,204,
cts,cts_hold_buffers,0,
logic_synthesis,yosys.stat.chipArea,1620,sq um
final_timing,setup_viol,0,
place,dp.cells,453,
place,gp_congestion,0.843,
detailed_routing,drtIter0Drc,100,
cells_and_area,logic_area,694,sq um
run_status,status,"finished clean",
die,core_area,8680,sq um
job,warnings,25,
hold_path,hold_end,"READY_S0_REG",
cts,clk_latency,0.22,ns
final_timing,worst_pin_slew,0.521,ns
detailed_routing,top_layer,"met4",
power_and_ir_drop,powerDensity,171,nW/um^2
hold_path,hold_path.class,"reg2reg",
global_routing,antenna_found_initial,0,
detailed_routing,drc,0,
worst_setup_path,r2r-end,"AR_Arbiter.LockM0",
logic_synthesis,syn_inst,204,
worst_setup_path,worstSetupStartpointType,"input pin",
final_timing,min_period_over_period,79.3,%
logic_synthesis,synthTopCellsByArea,"buf_4, a22o_1, dfrtp_1",
-- per-stage QoR --
stage	hold slack [ns]	setup WS [ns]	total power, mW
2_1_floorplan	0.428	2.57	0.267
3_3_place_gp	0.453	1.10	0.542
3_5_place_dp	0.442	1.16	0.542
4_1_cts	0.462	1.15	0.609
5_1_grt	0.491	0.944	0.639
6_report	0.462	1.22	0.591
-- cells by family after synthesis --
group	count (synthesis)	synth area share (%)
flip-flops	5	7.73
AND-OR/OR-AND	56	29.9
buffers and inverters	113	50.5
other	1	0.232
AND/OR/NAND/NOR	29	11.6
-- worst register-to-register path, delay by kind of cell (launching register included) --
family | cells | cell delay (ns)
AND-OR/OR-AND | 1 | 0.22
flip-flops | 1 | 0.45
AND/OR/NAND/NOR | 3 | 0.72
-- Yosys cell counts --
master / count
o21ai_0: 3
nand4_1: 2
buf_6: 1
a22oi_4: 1
nor3_1: 3
and3_1: 1
a21oi_1: 4
and3b_1: 1
buf_2: 8
or2_1: 1
nor4_1: 6
o21ai_2: 1
and3_4: 1
nand2b_1: 2
or2_2: 4
a21oi_4: 1
a22o_1: 44
conb_1: 1
nor2b_4: 1
dfrtp_1: 5
a221oi_1: 1
nand2_1: 4
buf_4: 100
nor2_1: 1
a211o_1: 1
inv_1: 4
nand2b_4: 1
nor2b_1: 1
-- flip-flops by register name (all words and copies together) (netlist names) --
signal,count
AR_Arbiter.LockM0,1
READY_S0_REG,1
READY_S2_REG,1
AR_Arbiter.LockM1,1
READY_S1_REG,1
-- power by group through the flow --
stage     clock network (mW)  logic, mW  registers (mW)
4_1_cts               0.0645      0.505          0.0396
5_1_grt               0.0682      0.531          0.0398
6_report              0.0627      0.488          0.0395
-- cell type report --
class | count | share of cell area (%)
inverter | 4 | 0.434
timing repair buffer | 245 | 70.7
tap | 108 | 3.91
multi-input combinational | 91 | 20.1
sequential | 5 | 3.62
clock buffer | 4 | 1.30
-- worst max path at each step --
stage         slack, ns         from  endpoint  depth (start not counted)
finish             1.22  ADDR_M1[26]  VALID_S1                          7
CTS                1.15  ADDR_M1[26]  VALID_S1                          7
global route       0.94  ADDR_M1[26]  VALID_S1                          7
-- routing by layer --
metal / track usage (%) / up-vias
met5: 0 / -
met4: 0.752 / 0
met3: 5.53 / 4
met2: 21.8 / 127
met1: 12.8 / 862
li1: - / 910
-- placed cells by master (no fill, tap or decap), types with 3 or more instances in the layout --
| master | n |
|---|---|
| or2_2 | 5 |
| clkdlybuf4s50_1 | 242 |
| a21oi_1 | 4 |
| dfrtp_1 | 5 |
| inv_1 | 4 |
| clkbuf_8 | 3 |
| buf_4 | 3 |
| a22o_1 | 44 |
| nand2_1 | 4 |
| nor3_1 | 3 |
| conb_1 | 6 |
| o21ai_0 | 3 |
| nor4_1 | 6 |
Power figures rest on the tool's default switching activity, not on a simulated workload.
