File: /design/flow/design.v
module registerfile(
    input clk,
    input rst,
    input [4:0] ID_rs1_addr,
    input [4:0] ID_rs2_addr,
    input [4:0] WB_rd_addr,
    input       WB_RegWrite,
    input [32-1:0] WB_rd_data,
    output logic [32-1:0] ID_rs1_data,
    output logic [32-1:0] ID_rs2_data 
);
integer i;
logic not_zero;
logic [32-1:0]  register[31:0];
assign not_zero = |WB_rd_addr;
assign ID_rs1_data = register[ID_rs1_addr];
assign ID_rs2_data = register[ID_rs2_addr];
always_ff @(posedge clk or posedge rst) begin
    if(rst)  begin
        for(i=0;i<32;i=i+1) 
            register[i] <= 32'b0;
    end
    else if (WB_RegWrite & not_zero) begin
        register[WB_rd_addr] <= WB_rd_data;
    end 
end
endmodule
File: /design/flow/run.sh
#!/bin/bash
# OpenROAD 26Q1-2900-gdf79404cd8, Yosys 0.63+post, stock flow scripts
make -C /OpenROAD-flow-scripts/flow DESIGN_CONFIG=/design/flow/config.mk WORK_HOME=/design/flow/orfs finish
File: /design/flow/config.mk
export PLATFORM = sky130hd
export DESIGN_NAME = registerfile
export DESIGN_NICKNAME = registerfile
export VERILOG_FILES = /design/flow/design.v
export SDC_FILE = /design/flow/constraint.sdc
export NUM_CORES = 4
export LEC_CHECK = 1
export CORE_UTILIZATION = 30
File: /design/flow/constraint.sdc
current_design registerfile

set clk_period 14.6
set clk_io_pct 0.2

create_clock -name clk0 -period $clk_period [get_ports {clk}]

set non_clock_inputs [all_inputs -no_clocks]
set_input_delay [expr $clk_period * $clk_io_pct] -clock clk0 $non_clock_inputs
set_output_delay [expr $clk_period * $clk_io_pct] -clock clk0 [all_outputs]
==> changes_impl.md <==
### Changed

- Status: finished clean
- IO Port Bufs: 113
- Final Max Tran Viols: 0
- Area Growth Syn to Fin: 15.4%
- Tool Warnings: 39
- Syn_area_per_cell: 11.7 sq um
- Start-to-end type of the worst setup path: input port to primary output
- Post-synth ARST share: 1.00
- Drt pass-1 iters: 9
- Initial Utilization: 0.303
- I/O pins: 114
- Synth top cells by count: dfrtp_1, mux2_2, a22oi_1, nand2_1, clkbuf_1
- Biggest combinational cell group after synthesis: multiplexers
- Post-Synth Simple-Gate Area: 0.0742
- Final ANT Viol Nets: 0
- Total die size: 173000 sq um
- Root Buffer: clkbuf_16
- Reg-to-reg endpoint: register[22][6]$_DFFE_PP0P_
- Synth cell types: 67
- Period utilization: 0.744
- Yosys chip area: 51400 sq um
- Critical path endpoint category: primary output
- GRT Util Overall: 0.328
- Largest reg by FF count: register
- Vias in the first global route: 44.1k
- Hold buffer count at cts: 0
- P_leak: 25.4 nW
- Post-DR wirelength/cell: 41.7 um
- Num CTS Buffers: 111
- Buffer count from post-CTS setup fixing: 0
- Initial antenna violation count: 17
- DRT Wirelength: 279000 um
- Clk sink count: 1024
- Hold Violations, Final: 0
- Clock buffer depth: 3
- Synthesized area: 51400 sq um
- Xor/xnor share: 0
- Critical Path Source Type: input port
- Critical Path End: ID_rs2_data[28]
- Buf/Inv on CP: 4
- Pwr dens: 137 nW/um^2
- Critical Path RT: 11.68 ns
- DP HPWL: 172000 um
- Gate Count Post-Synth: 4394
- RSZ-0062 raised after global routing: no
- Synth area leaders: dfrtp_1, mux2_2, a22oi_1
- Max-cap viol count: 0
- Area leader share: 0.499
- Max reg flops: 1024
- Tot Pwr: 8.13 mW
- Residual DRC: 0
- Yosys top cell by area: dfrtp_1
- Dpl ws: 4.07 ns
- Critical-path top delay cell: nor2_4
- Adder share: 0
- Synth mux share: 0.230
- Top flop regs: register x1024
- Setup crit start: ID_rs2_addr[0]
- Wire length of the first global-routing pass: 378000 um
- Final Cell Area: 59300 sq um
- # fillers: 16.4k
- Worst Path Arrival: 7.95 ns
- Most common reg cell: dfrtp_1
- Number of H-tree levels: 3
- Min Tclk post-route: 10.87 ns
- Registers, synthesis: 1024
- Worst-Margin Slew: 1.20 ns
- Proportion of layout cells with a drive suffix above 1: 0.339
- Setup Skew: 0 ns
- Die Width: 416 um
- Final estimated routing congestion in global placement: 1.05
- Standard-cell row count: 151
- Yosys cell count: 4394
- WP depth: 9
- Final Setup Violations: 0
- Clk Latency, worst-skew pair: 0.76 ns
- Count leader, synth: dfrtp_1
- CORE AREA: 170000 sq um
- Slowest stage delay, CP: 1.17 ns
- Initial DRC Count: 5776
- Post-synth seq share: 0.499
- Setup TNS: 0 ns
- Via count of the routed design: 44.9k
- Largest net degree at the start of global routing: 117
- CTS tree: built
- Final worst slack: 3.73 ns
- Delay-heaviest family, CP: buffers and inverters
- Fmax: 92.0 MHz
- Ao+oa area frac: 0.156
- Crit path top cell by count: buf_4
- Layout Utilization: 0.349
- Clock transition at the registers of the reported paths: 0.06 ns
- Post-CTS sizing: 0
- Number of enable flip-flop cells: 0
- Setup slack, reg-to-reg: 13.64 ns
- Worst vdd ir: 0.0987 mV
- Hold WC Path Type: flop to flop
- Total grt overflow: 0
- Die Y: 416 um
- Worst R2R Start: register[22][6]$_DFFE_PP0P_
- Syn. warnings: 2
- Area post-placement: 55500 sq um
- CP Cell Sequence: buf_2 -> buf_4 -> nand3b_1 -> nor2_4 -> buf_4 -> a221oi_1 -> and3_1 -> a31oi_1 -> clkdlybuf4s50_1
- CP Max Fanout: 37
- R2R cell count: 1
- Vias per cell: 6.70
- Max-slew headroom: 0.198
==> how the worst min path moves through the flow <==
stage,startpoint,endpoint,slack [ns],cells past startpoint
after CTS,register[0][28]$_DFFE_PP0P_,register[0][28]$_DFFE_PP0P_,0.41,0
after global routing,register[0][20]$_DFFE_PP0P_,register[0][20]$_DFFE_PP0P_,0.41,0
final,register[0][29]$_DFFE_PP0P_,register[0][29]$_DFFE_PP0P_,0.40,0
==> routing by layer <==
layer | track usage | wire [um] | part of all wire
met2 | 0.442 | 111000 | 0.40
met5 | 0.00167 | 152 | 0.00054
met4 | 0.230 | 27300 | 0.098
met1 | 0.392 | 96200 | 0.34
met3 | 0.192 | 44100 | 0.16
==> layout make-up <==
type                       count  area, sq um  share of cell area
clock buffer                 153         3240              0.0547
antenna                        9         22.5            0.000380
sequential                  1024        25600               0.432
tap                         2218         2780              0.0468
multi-input combinational   2907        24200               0.408
inverter                       7         30.0            0.000507
clock inverter                45          544             0.00918
timing repair buffer         337         2830              0.0478
==> power breakdown <==
group	total, mW	switching [mW]	internal [mW]
Combinational	1.19	0.582	0.606
Clock	2.98	1.26	1.72
Sequential	3.96	0.589	3.37
==> placed cells by master (no fill, tap or decap), drive strengths merged, types with 11 or more instances in the layout <==
cell type         n
nand2b           21
a32oi            17
o32a             14
nand4           101
a22oi           751
a31oi            21
o22ai            12
o21ai            30
mux2i            45
a22o             35
dfrtp          1024
buf             231
nand2           253
a21oi            84
a221oi           26
nor4             35
clkdlybuf4s50   106
nor2b            12
nand3            54
nor3             55
a222oi           22
clkbuf          153
and3             15
mux2           1005
clkinv           23
nor2            177
inv              11
==> through the flow <==
step	std cells	hold slack [ns]
after floorplan	4394	0.451
after global placement	6493	0.388
after detailed placement	6493	0.390
after CTS	6691	0.405
after global routing	6694	0.415
final	6700	0.405
==> logic make-up after synthesis <==
family / Yosys count
buffers and inverters: 463
DFF: 1024
AOI/OAI and AO/OA: 1077
muxes: 1052
and+or+nand+nor: 778
Power and IR drop assume default switching activity.
